==> flow/design.v <==
`timescale 1ns/1ps
module oneHz_gen(
	input clk_50MHz,
    input reset,      
    output clk_1Hz
    );
    reg clk_1Hz_reg = 0;
    reg [25:0] counter_reg = 0;
    always @(posedge clk_50MHz or posedge reset) begin
        if(reset)
            counter_reg <= 0;
        else
            if(counter_reg == 24_999_999) begin
                counter_reg <= 0;
                clk_1Hz_reg <= ~clk_1Hz_reg;
            end    
            else
                counter_reg <= counter_reg + 1;
    end
	 assign clk_1Hz = clk_1Hz_reg;
endmodule
`timescale 1ns / 1ps
module state_machine(
    input reset,  
    input clk_1Hz,
	 input [3:0]count1,
	 input [3:0] count2,
    output reg [2:0] main_st, 
    output reg [2:0] cross_st 
    );
    parameter main_green_cross_red  = 2'b00;
    parameter main_yellow_cross_red = 2'b01;
    parameter main_red_cross_green  = 2'b10;
    parameter main_red_cross_yellow = 2'b11;
    reg [1:0] state_reg; 
    reg [2:0] t1=5;
	 reg[2:0] t2=5;
	 always @(count1,count2)begin
	 t1=count1;
	 t2=count2;
	 end
    reg [4:0] light_counter = 0;     
    always @(posedge clk_1Hz or posedge reset) begin
        if(reset)
            state_reg <= main_green_cross_red;   
        else
            case(state_reg)
                main_green_cross_red  : if(light_counter == t1)     state_reg <= main_yellow_cross_red;
                main_yellow_cross_red : if(light_counter == t1+(t1>>1))     state_reg <= main_red_cross_green;
                main_red_cross_green  : if(light_counter == t2+t1+(t1>>1))     state_reg <= main_red_cross_yellow;
                main_red_cross_yellow : if(light_counter == t2+(t2>>1)+t1+(t1>>1))     state_reg <= main_green_cross_red;
                default : state_reg <= main_green_cross_red; 
            endcase
    end
    always @(posedge clk_1Hz or posedge reset) begin
        if(reset)
            light_counter <= 0;
        else
            if(light_counter == t2+(t2>>1)+t1+(t1>>1))  
                light_counter <= 0;
            else
                light_counter <= light_counter + 1;
    end
    always @(posedge clk_1Hz) begin
        case(state_reg) 
            main_green_cross_red  : begin
                                        main_st  = 3'b001;   
                                        cross_st = 3'b100;   
                                    end
            main_yellow_cross_red : begin
                                        main_st  = 3'b010;   
                                        cross_st = 3'b100;   
                                    end
            main_red_cross_green  : begin
                                        main_st  = 3'b100;   
                                        cross_st = 3'b001;   
                                    end
            main_red_cross_yellow : begin
                                        main_st  = 3'b100;   
                                        cross_st = 3'b010;   
                                    end
        endcase
    end
endmodule
`timescale 1ns / 1ps
module sw_debounce(
    input clk,      
    input btn_in,    
    output btn_out
    );
    reg t0, t1, t2;
    always @(posedge clk) begin
        t0 <= btn_in;
        t1 <= t0;
        t2 <= t1;
    end
    assign btn_out = t2;
endmodule
`timescale 1ns / 1ps
module traffic_controller(
    input reset,             
    input clk_50MHz,
	 input [3:0]count1,
	 input [3:0] count2,
    output [2:0] main_st,    
    output [2:0] cross_st  
    );
    wire w_1Hz, w_reset;
    state_machine sm(.reset(w_reset), .clk_1Hz(w_1Hz), 
                     .main_st(main_st), .cross_st(cross_st),
							.count1(count1), .count2(count2)
							);
    oneHz_gen uno(.clk_50MHz(clk_50MHz), .reset(w_reset), .clk_1Hz(w_1Hz),);
    sw_debounce db(.clk(clk_50MHz), .btn_in(reset), .btn_out(w_reset) );
endmodule
==> flow/run.sh <==
#!/bin/bash
# OpenROAD 26Q1-2900-gdf79404cd8, Yosys 0.63+post, stock flow scripts
make -C /OpenROAD-flow-scripts/flow DESIGN_CONFIG=/design/flow/config.mk WORK_HOME=/design/flow/orfs finish
==> flow/config.mk <==
export PLATFORM = sky130hd
export DESIGN_NAME = traffic_controller
export DESIGN_NICKNAME = traffic_controller
export VERILOG_FILES = /design/flow/design.v
export SDC_FILE = /design/flow/constraint.sdc
export NUM_CORES = 4
export LEC_CHECK = 1
export CORE_UTILIZATION = 30
==> flow/constraint.sdc <==
current_design traffic_controller

set clk_period 1.0
set clk_io_pct 0.2

create_clock -name clk0 -period $clk_period [get_ports {clk_50MHz}]

set non_clock_inputs [all_inputs -no_clocks]
set_input_delay [expr $clk_period * $clk_io_pct] -clock clk0 $non_clock_inputs
set_output_delay [expr $clk_period * $clk_io_pct] -clock clk0 [all_outputs]
==> summary.txt <==
fresh numbers from the pnr run: Post-CTS Hold Buffers=0, PD cells=825 mW/mm², Die Y=approximately 93 µm, clock latency (worst-skew pair)=around 280 ps, synth warn=3, number of global-route vias before repair=about 1800, Clk pwr share=between 30% and 40%, endpoints left unconstrained=21, Log Warnings=33, crit path DRT=approximately 1200 ps, WP data arrival=about 1800 ps, Worst-path clk slew=70 ps, Row Count=32, Pint=between 0.002 and 0.0025 W, RSZ-0062 raised after global routing=yes, peak supply drop=0.712 mV, crit-path max FO=14, Sw Ratio=between 20 and 30%, remaining antenna violation count after routing=0, Synth Seq Share=between 40% and 50%, Final Hold Viols=0, Setup CP Type=reg2reg, Top Ports=16, drt initial violations=around 42, ys flops=45, total global-route track usage=between 10% and 20%, number of CTS-inserted buffers=5, NetSw=just over 0.0007 W, Antenna diodes=0, pins over their slew limit=0, total grt overflow=0, first-pass iteration count of the detailed router=4, Final period util=161%, Largest register FFs=26, Worst slew margin=between 60 and 70%, H-tree levels=2, total of max-cap violations=0, result of the run=finished with violations, Logic pwr share=19.5%, dominant logic cell type in the layout=buf_4, syn avg cell area=about 10 µm², Initial Util=about a third, Area Growth Syn to Fin=33.9%, core area=slightly below 0.008 mm², initial antenna violation count=0, register share of total power=between 40% and 50%, DRC viols=0, setup TNS=-12910 ps, maximum number of pins on one net before global-route repair=22, DR WL/cell=11.3 µm, Clock Tree Buf Depth=2, CTS tree=yes, pre-CTS WS=-602 ps, port bufs=13, global-route wire length before repair=slightly below 8000 µm, Post-Syn Area=around 0.0025 mm², Clk Tree Root Cell=clkbuf_8, Worst Setup Start Kind=flip-flop, crit end category=flip-flop, count of unclocked register or latch pins=15, failing checks=setup timing, logic area=0.00141 mm², vias post-DR=~1800, Netlist cell types=35, Fill cells=726, DIE AREA=a little under 0.009 mm², Peak Freq=622 MHz, Final Worst Setup Slack=-609 ps, # Cells Yosys=239, register area=0.00109 mm², post-DR vias/cell=4.51, final hold slack=325 ps, Final GP Congestion=between 0.7 and 0.8, Setup Viol. Count Final=26, Worst-Margin Slew=roughly 510 ps, Post-DP HPWL=3230 µm, skew final=about 11 ps, layout cells sized above 1=between 20 and 30%, Static Leak=approximately 1.5 nW, Top cells excl fill/tap=43 x buf_4, 33 x dfrtp_1, 24 x xor2_1, min cycle time layout=1610 ps, Synth Instances=about 240, die width=a little over 90 µm, Worst Hold Class=reg2reg, DRT Wirelength=around 4600 µm, YS chip area=~0.0025 mm²
[metal layers]
| layer | GRT usage, % | vias to the layer above | wire length (µm) |
|---|---|---|---|
| li1 | - | 912 | - |
| met1 | 17.3 | 861 | 2270 |
| met2 | 18.1 | 29 | 2050 |
| met3 | 1.99 | 11 | 150 |
| met4 | 1.67 | 0 | 87 |
| met5 | 0 | - | 0 |
[Yosys cell counts, drive strengths merged]
| cell | count | area, µm² |
|---|---|---|
| and2 | 1 | 6.26 |
| nand3 | 14 | 70.1 |
| ha | 16 | 200 |
| o22ai | 1 | 6.26 |
| a22o | 1 | 8.76 |
| nand4 | 10 | 62.6 |
| clkbuf | 8 | 30.0 |
| nor4b | 2 | 32.5 |
| dfrtp | 34 | 851 |
| buf | 1 | 5.00 |
| nor2b | 2 | 12.5 |
| o21a | 1 | 7.51 |
| or4 | 1 | 11.3 |
| xor2 | 25 | 219 |
| and4 | 2 | 17.5 |
| a31oi | 1 | 12.5 |
| nor2 | 24 | 90.1 |
| fa | 7 | 140 |
| xnor2 | 21 | 184 |
| edfxtp | 1 | 30.0 |
| inv | 21 | 78.8 |
| a21oi | 4 | 20.0 |
| dfxtp | 9 | 180 |
| nor3 | 8 | 55.1 |
| o21ai | 1 | 5.00 |
| nor4 | 2 | 12.5 |
| a21o | 1 | 7.51 |
| nand2 | 12 | 45.0 |
| o211ai | 2 | 15.0 |
| and3 | 3 | 18.8 |
| dfstp | 1 | 26.3 |
| a2bb2oi | 1 | 8.76 |
| o2bb2ai | 1 | 15.0 |
[timing repair]
action | in CTS | in global routing
resized | 16 | 13
setup endpoints to repair | 26 | 27
cloned | 0 | 0
buffers inserted | 8 | 2
pin swaps | 11 | 14
[critical path, stage by stage (launching register included)]
cell and delay [ps]:
dfrtp_1 400, buf_6 130, nor4_2 210, nand4_1 220, nor3_4 300, buf_12 170
nor2_1 50
[stage by stage]
step	instance area [µm²]	util, %	instances	power, W
2_1_floorplan	2500	-	239	0.00166
3_3_place_gp	3030	38.5	385	0.00179
3_5_place_dp	3030	38.5	385	0.00180
4_1_cts	3250	41.2	400	0.00280
5_1_grt	3330	42.2	402	0.00292
6_report	3330	42.2	402	0.00275
[logic make-up (layout without fill, tap and decap cells)]
| family | after synthesis | count (layout) | synth area share [%] |
|---|---|---|---|
| XOR/XNOR | 46 | 46 | 16.2 |
| AND/OR/NAND/NOR | 81 | 81 | 17.5 |
| flip-flops | 45 | 45 | 43.8 |
| adder cells (fa/ha/maj) | 23 | 23 | 13.7 |
| AND-OR/OR-AND | 14 | 14 | 4.28 |
| buffers and inverters | 30 | 91 | 4.58 |
[power by group through the flow]
stage / combinational, W / sequential [W] / clock (W)
4_1_cts: 0.000549 / 0.00123 / 0.00102
5_1_grt: 0.000613 / 0.00123 / 0.00108
6_report: 0.000537 / 0.00123 / 0.000981
[area by class of cell]
type                    instances  area share [%]
clock buffers                   7            2.59
clock inverters                 1           0.150
inverters                      21            2.48
multi-input cells             164            42.3
flip-flops and latches         45            32.7
well taps                     102            3.84
repair buffers                 62            15.9
[final timing paths]
kind	end	cells past startpoint	slack, ps	startpoint
setup / recovery	uno.counter_reg[3]$_DFF_PP0_	6	-610	uno.counter_reg[7]$_DFF_PP0_
hold / removal	db.t2$_DFF_P_	0	330	db.t1$_DFF_P_
setup reg to reg	uno.counter_reg[3]$_DFF_PP0_	6	-610	uno.counter_reg[7]$_DFF_PP0_
hold reg to reg	db.t2$_DFF_P_	0	330	db.t1$_DFF_P_
max in group asynchronous	uno.counter_reg[21]$_DFF_PP0_	3	370	db.t2$_DFF_P_
min in group asynchronous	uno.counter_reg[4]$_DFF_PP0_	3	380	db.t2$_DFF_P_
Power figures rest on the tool's default switching activity, not on a simulated workload.
